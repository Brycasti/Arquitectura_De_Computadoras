$ cat design/flow/constraint.sdc
current_design B

set clk_period 11.4
set clk_io_pct 0.2

create_clock -name clk0 -period $clk_period

set non_clock_inputs [all_inputs -no_clocks]
set_input_delay [expr $clk_period * $clk_io_pct] -clock clk0 $non_clock_inputs
set_output_delay [expr $clk_period * $clk_io_pct] -clock clk0 [all_outputs]
$ cat design/flow/run.sh
#!/bin/bash
# OpenROAD 26Q1-2900-gdf79404cd8, Yosys 0.63+post, stock flow scripts
make -C /OpenROAD-flow-scripts/flow DESIGN_CONFIG=/design/flow/config.mk WORK_HOME=/design/flow/orfs finish
$ cat design/flow/design.v
`timescale 1ns/1ns
module B (
    input [4:0] Direccion,
    input [31:0] Dato,
    input WE,
    output reg [31:0] Q
);    
    reg [31:0] Mem[31:0];  
    always @(*) begin
        Q = Mem[Direccion];
        if (WE) begin
            Mem[Direccion] = Dato; 
        end
    end
endmodule
$ cat design/flow/config.mk
export PLATFORM = sky130hd
export DESIGN_NAME = B
export DESIGN_NICKNAME = B
export VERILOG_FILES = /design/flow/design.v
export SDC_FILE = /design/flow/constraint.sdc
export NUM_CORES = 4
export LEC_CHECK = 1
export CORE_UTILIZATION = 50
==> commit_impl_results.txt <==
Update PnR metrics after Yosys + OpenROAD run

- Warnings raised by the tools during the run amount to 32.
- First-pass GRT wire length: roughly 110,000 µm
- Result of the run: complete, no violations
* Post-Syn Area: 24,000 µm²
- Worst vdd ir: 0.0198 mV
- Simple-Gate Area Share: 0.146
- In this run, the synthesized area fraction spent on adder and majority cells is recorded as 0.
- Number of flip-flops under the largest register name: 1,024
* Share of synthesized cell area in and-or and or-and compound cells: 0.146
* Wire length reported by the detailed router: 76,100 µm
- Post-CTS repair changed the size of 0 cells.
- In the final timing run, aggregate negative setup slack is 0 ns.
- The power report attributes to the sequential group a share of 0.422.
- Flops out of synthesis: 1,024
* Kind of path behind the tightest hold check: primary input to output port
- Critical Path RT: 9.12 ns
- GRT Total Usage: 0.324
- After detailed routing, the number of vias per cell comes to 6.20.
* Switching part of the total power: 0.423
- A synthesized cell averages 10.2 µm².
- Yosys mapped a number of flops with a built-in enable equal to 0.
* Remaining routing DRC violations: 0
- Per the final layout report, the fraction of cells sized above drive strength 1 comes to 0.0639.
- In the final routed layout, each cell accounts on average for 25.8 µm.
* Vias: 18,300
* Relative max-transition margin: 0.231
- Overall overflow remaining after global route: 0
* Count of input and output buffers: 70
- According to the dpl log, the detail-placed design has an HPWL of 45,600 µm.
- Number of max-slew violations in the final report: 0
- Fraction of registers with async set/reset: 0
- P per Cell Area: between 20 and 30 nW/µm²
- The synthesis run shows the most used standard cells to be dlxtn_1 (1,024), nand3_1 (179), a22o_1 (89), o21ai_0 (82), buf_2 (77).
* CP endpoint kind: output port
* Die outline height: about 220 µm
* Endpoints failing setup: 0
- The critical path is of the primary input to output port type.
- Die X: 221 µm
- The report counts max-capacitance violations totalling 0.
* Initial DRC count: between 1,000 and 1,500
- Of the total synthesized cell area, the portion taken by XOR and XNOR cells is 0.
- Vias in the first global route: 16,800
* Terminating pin of the worst hold path: Q[30]
- Antenna-violating nets left: 0
- Critical path arrival: 6.13 ns
* Highest achievable clock rate: 0.119 GHz
- Final cycle utilization of the critical path: 0.738
* Number of antenna violations at the first check in global routing: 1
- Number of buffers inserted to repair setup after CTS: 0
- The synth_stat.txt file lists the number of cells as 2,345.
- Entering global routing, the biggest net connects 63 pins.
- In the synthesized netlist, the number of instances is 2,345.
- Main area contributors after synthesis: dlxtn_1 (64%), nand3_1 (3.7%), a22o_1 (3.3%)
- Chip Area: 48,800 µm²
* Filler instances: between 3,000 and 4,000
* Starting Density: 0.511
* Net Switching: 0.287 mW
* Hold Vio Cnt, Final: 0
- The startpoint identified for the worst hold timing path is Direccion[3].
* Least-Margin Pin Slew: between 1 and 1.5 ns
- Post-route cell area: 25,400 µm²
- Top logic cell family in the synthesized netlist: simple AND/OR/NAND/NOR gates
* Number of distinct library cell variants in the gate-level netlist after synthesis: 64
- Number of register pins that no clock reaches: just over 1,000
* Power share of the clock group: 0
- Count of hold-fix buffers inserted at cts: 0
- Per the OpenROAD floorplan log, the area of the core is 47,000 µm².
- The first detailed-routing pass ran for 7 iterations.
* Internal portion of total power: 0.391 mW
- Of the post-synthesis cell area, the dominant cell type holds 0.642.
* Instance area at placement: 25,400 µm²
- Endpoints left unconstrained: between 1,000 and 1,500
* Cell with the most instances after synthesis: dlxtn_1
* Placement Rows: roughly 79
- Post-synthesis to final-layout area growth: 6.13%
- Static leakage power: 11.5 nW
* Multiplexer area fraction after synthesis: 0.0295
- Looking at the critical path, the highest net fanout was approximately 49.
* Number of cells on the worst hold path: 4
* Post-layout total power: around 0.68 mW
* Area figure in the yosys stat output: around 24,000 µm²
- The final weighted congestion recorded by global placement is between 0.9 and 1.
- I/O pin count: 70
- Setup repair after global routing left no endpoint under its margin.
- Area leader, netlist: dlxtn_1
* Yosys synthesis warning count: 2
- Share of power burned in combinational logic: 0.578
- The worst setup path is launched from a primary input.
- Commonest flop: dlxtn_1
* Shortest period the worst path allows: 8.41 ns
metal layers:
layer	track usage	part of all wire	routed length (µm)
met2	0.475	0.45	34200
met1	0.508	0.43	32900
met3	0.0951	0.097	7400
met4	0.0589	0.021	1610
met5	0	0	0
cells by family (layout without fill, tap and decap cells):
logic type      after synthesis  count (layout)
latches                    1024            1024
compound gates              481             481
buf+inv                     182             183
simple gates                589             589
other cells                   0               1
mux                          69              69
stage by stage:
stage	hold WS (ns)	util	cells	setup slack (ns)
after floorplan	4.89	-	2345	5.48
after global placement	5.74	0.542	2953	3.10
after detailed placement	5.75	0.542	2953	3.06
after CTS	5.75	0.542	2953	3.05
after global routing	5.81	0.542	2953	2.76
final	5.80	0.542	2954	2.99
cell type report:
| cell class | instances | area [µm²] | area share |
|---|---|---|---|
| inverter | 2 | 7.51 | 0.000295 |
| multi-input combinational | 1139 | 7780 | 0.306 |
| sequential | 1024 | 15400 | 0.604 |
| antenna | 1 | 2.50 | 0.0000983 |
| timing repair buffer | 181 | 1520 | 0.0598 |
| tap | 607 | 759 | 0.0298 |
critical path, stage by stage:
cell and delay [ns]:
clkdlybuf4s50_1 0.46, buf_4 0.38, nor2b_4 0.06, buf_4 0.31
and2_1 0.35, buf_4 0.30, a221oi_1 0.31, nor4b_1 0.94
a31oi_1 0.22, clkdlybuf4s50_1 0.45
cell usage in the layout, fill, tap and decap left out, types with 3 or more instances in the layout:
cell,Yosys,final
a221oi_1,28,28
nand4_1,61,61
and3b_1,7,6
nor3b_4,1,3
o21ai_1,8,8
a32oi_1,68,68
nor3b_1,57,56
o22ai_2,10,10
o21ai_0,82,82
and2_1,5,5
buf_4,12,112
and4_1,30,30
a22oi_1,65,65
a22o_1,89,89
o22ai_1,18,18
dlxtn_1,1024,1024
nand2_1,69,69
nor4_1,3,3
nor2_1,44,43
o32a_1,3,3
and3_1,72,72
nor3_1,6,5
a21oi_1,58,58
nand3_1,179,179
mux2i_1,65,65
nor3_4,0,5
nor4b_1,30,30
clkdlybuf4s50_1,0,66
a31oi_1,35,35
nand2b_1,5,5
worst max-delay path by stage:
stage	depth (start not counted)	to	startpoint
finish	10	Q[16]	Direccion[2]
global route	10	Q[16]	Direccion[2]
CTS	10	Q[11]	Direccion[2]
power by group through the flow:
stage	logic (mW)	registers [mW]	clock network [mW]
after CTS	0.389	0.286	0
after global routing	0.419	0.303	0
final	0.391	0.286	0.0000000243
Power figures rest on the tool's default switching activity, not on a simulated workload.
