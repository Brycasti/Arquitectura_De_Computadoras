## flow/config.mk

```make
export PLATFORM = sky130hd
export DESIGN_NAME = BancoRegistros
export DESIGN_NICKNAME = BancoRegistros
export VERILOG_FILES = /design/flow/design.v
export SDC_FILE = /design/flow/constraint.sdc
export NUM_CORES = 4
export LEC_CHECK = 1
export CORE_UTILIZATION = 50
```

## flow/constraint.sdc

```tcl
current_design BancoRegistros

set clk_period 20.1
set clk_io_pct 0.2

create_clock -name clk0 -period $clk_period

set non_clock_inputs [all_inputs -no_clocks]
set_input_delay [expr $clk_period * $clk_io_pct] -clock clk0 $non_clock_inputs
set_output_delay [expr $clk_period * $clk_io_pct] -clock clk0 [all_outputs]
```

## flow/design.v

```verilog
`timescale 1ns/1ns
module BancoRegistros(
    	input [4:0] AR1,    
   	input [4:0] AR2,
   	input [4:0] AW,
	input [31:0] DW,
	input EnW,
  	output reg [31:0] DR1,
   	output reg [31:0] DR2
);
reg [31:0] Mem[0:31];
initial
begin
    Mem[0] = 32'd71;
    Mem[1] = 32'd87;
    Mem[2] = 32'd551;
    Mem[3] = 32'd200;
    Mem[4] = 32'd107;
    Mem[5] = 32'd99;
    Mem[6] = 32'd81;
    Mem[7] = 32'd77;
    Mem[8] = 32'd33;
    Mem[9] = 32'd69;
    Mem[10] = 32'd715;
    Mem[11] = 32'd333;
    Mem[12] = 32'd54;
end
always @*
begin
    if (EnW)
        Mem[AW] = DW;
    DR1 = Mem[AR1];
    DR2 = Mem[AR2];
end
endmodule
```

## flow/run.sh

```bash
#!/bin/bash
# OpenROAD 26Q1-2900-gdf79404cd8, Yosys 0.63+post, stock flow scripts
make -C /OpenROAD-flow-scripts/flow DESIGN_CONFIG=/design/flow/config.mk WORK_HOME=/design/flow/orfs finish
```

==> results.sh <==
# implementation run metrics
export IMPL_status="aborted with a tool error"
export IMPL_stop_stage="5_1_grt"
export IMPL_error_line="[ERROR GRT-0116] Global routing finished with congestion. Check the congestion regions in the DRC Viewer."
export IMPL_gr_usage_all_layers_pct=98.2
export IMPL_holdBufCountCts=0
export IMPL_yosysTopAreaCell="dlxtn_1"
export IMPL_ios=112
export IMPL_top_area_share_pct=31.5
export IMPL_numSynthFlops=1024
export IMPL_topCellsByArea="dlxtn_1 31%, nand2_1 10%, mux2_2 7.6%"
export IMPL_ys_cells=6674
export IMPL_grt_pass1_wl_um=662000
export IMPL_ys_chip_area_sq_mm=0.0489
export IMPL_yosysWarningCount=2018
export IMPL_flop_cell="dlxtn_1"
export IMPL_postCtsSetupBuffers=0
export IMPL_place_ws_ps=6820
export IMPL_hpwl_um=307000
export IMPL_syn_inst=6674
export IMPL_globalplace_congestion=1.48
export IMPL_synth_cell_type_count=97
export IMPL_fp_util_pct=50.5
export IMPL_unconstrained_endpoints=1024
export IMPL_row_count=114
export IMPL_synth_area_sq_mm=0.0489
export IMPL_grt_max_degree=55
export IMPL_die_x_um=315
export IMPL_die_y_um=315
export IMPL_grt_pass1_vias=73504
export IMPL_unclocked_regs=1024
export IMPL_overflow=2430
export IMPL_avgSynthCellArea_sq_um=7.33
export IMPL_port_buffers=112
export IMPL_ys_async_sr_fraction_pct=0
export IMPL_edf_count=0
export IMPL_cts_resized=0
routing by layer:
layer | overflow | global-route usage (%)
met1 | 322 | 97.9
met2 | 895 | 102
met3 | 532 | 95.2
met4 | 590 | 97.5
met5 | 91 | 87.6
per-stage QoR:
stage	utilization [%]	cell area [sq um]	cells	power [mW]	hold slack, ps
2_1_floorplan	-	48900	6674	0.929	8300
3_3_place_gp	55.8	54000	7941	1.34	9320
3_5_place_dp	55.8	54000	7941	1.36	9320
4_1_cts	55.8	54000	7941	1.37	9330
cell families after synthesis:
kind of cell | after synthesis | synth area share [%]
multiplexers | 396 | 9.00
latches | 1024 | 31.5
AND-OR/OR-AND | 2275 | 33.1
XOR/XNOR | 4 | 0.0716
buffers and inverters | 759 | 6.32
AND/OR/NAND/NOR | 2216 | 20.1
synth_stat cells (all sizes together) (93+ instances only):
master	instances
nand2	1309
dlxtn	1024
o21ai	531
clkbuf	421
a22oi	364
mux2	335
nor2	283
a21oi	272
buf	230
nand3	212
a221oi	197
a22o	149
inv	106
nand4	99
a211oi	93
Power is estimated from default activity; no workload was simulated.
