[/design/flow/config.mk]
export PLATFORM = sky130hd
export DESIGN_NAME = Mem
export DESIGN_NICKNAME = Mem
export VERILOG_FILES = /design/flow/design.v
export SDC_FILE = /design/flow/constraint.sdc
export NUM_CORES = 4
export LEC_CHECK = 1
export CORE_AREA = 10 10 70 70
export DIE_AREA = 0 0 80 80
[/design/flow/constraint.sdc]
current_design Mem

set clk_period 1.0
set clk_io_pct 0.2

create_clock -name clk0 -period $clk_period

set non_clock_inputs [all_inputs -no_clocks]
set_input_delay [expr $clk_period * $clk_io_pct] -clock clk0 $non_clock_inputs
set_output_delay [expr $clk_period * $clk_io_pct] -clock clk0 [all_outputs]
[/design/flow/design.v]
`timescale 1ns/1ns
module Mem(
	input wire[31:0] Datoin,
	input wire[31:0] Dir,
	input wire EnW,
	input wire EnR,
	output reg[31:0]Datoout
);
reg[31:0] Mem[0:31];
always @(*)
begin
	if (EnW)
		Mem[Dir] = Datoin;
	if (EnR)
		Datoout = Mem[Dir];
	else
		Datoout = 0;
end
endmodule
[/design/flow/run.sh]
#!/bin/bash
# OpenROAD 26Q1-2900-gdf79404cd8, Yosys 0.63+post, stock flow scripts
make -C /OpenROAD-flow-scripts/flow DESIGN_CONFIG=/design/flow/config.mk WORK_HOME=/design/flow/orfs finish
==> results.rst <==
Metrics
=======

.. list-table::
   :header-rows: 1

   * - Metric
     - Value
   * - I/O pin count
     - approximately 98
   * - Largest net degree at the start of global routing
     - 17
   * - FF+latch count
     - 0
   * - PnR worst setup slack
     - around 0.067 ns
   * - Final max-slew violation count
     - 0
   * - Timing-limited maximum frequency
     - 1.07 GHz
   * - Worst Setup End Kind
     - output pin
   * - DRC violation count after routing
     - 0
   * - OpenROAD warning count
     - roughly 66
   * - Post-Syn Area
     - roughly 260 sq um
   * - Chip Area, Yosys
     - 255 sq um
   * - Count of standard-cell rows
     - 21
   * - Wire length per cell
     - between 10 and 15 um
   * - # setup viols final
     - 0
   * - Share of the clock period used by the worst path
     - around 93%
   * - Leading cell types by count after synthesis
     - 32 x sky130_fd_sc_hd__and2_2, 3 x sky130_fd_sc_hd__clkbuf_2
   * - Cell with the most instances after synthesis
     - sky130_fd_sc_hd__and2_2
   * - Synth Seq Share
     - 0%
   * - Wire length of the first global-routing pass
     - about 2700 um
   * - Transition time at the pin with the least slew margin
     - 0.109 ns
   * - Fraction of layout instances using a drive strength above 1
     - approximately 70%
   * - Final hold slack
     - 0.705 ns
   * - RePlAce Congestion
     - approximately 0.72
   * - Ratio of routed vias to standard cells
     - approximately 3.3
   * - Leak
     - roughly 0.54 nW
   * - Final core utilization
     - between 20 and 30%
   * - Number of detailed-routing iterations run before antenna repair
     - 2
   * - Via count of the first global-routing pass
     - between 500 and 600
   * - Area growth, synth to finish
     - 271%
   * - Worst rel slew slack
     - between 90% and 100%
   * - Minimum clock period after layout
     - roughly 0.93 ns
   * - Overall Global Routing Usage
     - 5.26%
   * - Number of distinct standard cells referenced by the synthesized netlist
     - 2
   * - Power per Cell Area
     - 341 mW/mm^2
   * - Number of antenna violations at the first check in global routing
     - 0
   * - Initial DRC Count
     - 3
   * - Min-Delay Path Class
     - input port to output pin
   * - Core Region
     - ~0.0034 sq mm
   * - RSZ-0062 raised after global routing
     - false
   * - Ys Warns
     - 2
   * - Yosys cell count
     - 35
   * - Clock buffer count
     - 0
   * - Buffers added on ports
     - about 65
   * - Worst IR Drop VDD
     - 0.142 mV
   * - Number of antenna repair diodes
     - 0
   * - Average instance area after synthesis
     - about 7.3 sq um
   * - Overall overflow remaining after global route
     - 0
   * - Top cells by area in the synthesized netlist
     - sky130_fd_sc_hd__and2_2 94%, sky130_fd_sc_hd__clkbuf_2 5.9%
   * - Die Y
     - 80 um
   * - Critical path required time
     - 0.80 ns
   * - Critical hold path startpoint
     - Datoin[29]
   * - Total half-perimeter wirelength after legalization and detailed placement
     - approximately 1500 um
   * - CTS Hold Buffers Added
     - 0
   * - Share of Yosys cell area claimed by the top area cell type
     - about 94%
   * - Tally of filler cells in the layout
     - around 370
   * - Hold Fails Final Rpt
     - 0
   * - Endpoint with the worst hold slack
     - Datoout[29]
   * - Worst-path maximum fanout
     - 16
   * - Instance count of the mapped netlist
     - 35
   * - FF+latch area
     - 0 sq um
   * - Pre-placement core utilization
     - 7.47%
   * - Status
     - finished clean
   * - Area of the chip
     - around 0.0064 sq mm
   * - Tally of nets with antenna violations remaining after routing
     - 0
   * - Total Neg Setup Slack
     - 0 ns
   * - Worst slack at placement
     - -0.704 ns
   * - Critical Path Source Type
     - input port
   * - Final wirelength
     - 1900 um
   * - Arr. time, crit path
     - between 0.7 and 0.8 ns
   * - Count of cells along the worst hold path
     - 3
   * - Die width
     - roughly 80 um
   * - Startpoint-to-endpoint class of the critical path
     - input port to output pin
   * - Cell taking the most area after synthesis
     - sky130_fd_sc_hd__and2_2
   * - DR vias
     - roughly 480
   * - Tally of max-capacitance violations
     - 0
[placed cells by master, fill, tap and decap left out]
cell type,count
sky130_fd_sc_hd__buf_6,9
sky130_fd_sc_hd__clkdlybuf4s15_1,1
sky130_fd_sc_hd__dlymetal6s2s_1,1
sky130_fd_sc_hd__buf_16,1
sky130_fd_sc_hd__buf_12,3
sky130_fd_sc_hd__buf_2,24
sky130_fd_sc_hd__buf_8,1
sky130_fd_sc_hd__dlygate4sd2_1,30
sky130_fd_sc_hd__and2_4,32
[stage by stage]
stage	total power [mW]	instance area (sq um)	cells
after floorplan	0.0561	255	35
after global placement	0.324	968	144
after detailed placement	0.328	968	144
after CTS	0.356	991	150
after global routing	0.352	947	148
final	0.323	947	148
[worst max-delay path, cell delays in order]
cell and delay (ns):
sky130_fd_sc_hd__buf_8 0.13, sky130_fd_sc_hd__buf_12 0.15, sky130_fd_sc_hd__and2_4 0.15, sky130_fd_sc_hd__buf_6 0.10
[worst max path at each step]
stage                 start     endpoint  slack, ns  cells after the start
after CTS               EnR  Datoout[22]      -0.11                      6
final                   EnR  Datoout[31]       0.07                      4
after global routing    EnR  Datoout[12]       0.05                      4
[cell families after synthesis]
logic type | share of synthesized area (%)
buffers and inverters | 5.88
AND/OR/NAND/NOR | 94.1
[metal layers]
metal	track usage, %	vias up	wire (um)
met2	8.75	36	872
met3	2.61	0	281
met1	6.33	206	746
li1	-	239	-
met4	0	0	0
met5	0	-	0
[area by class of cell]
| class | instances | area [sq um] | area share [%] |
|---|---|---|---|
| Multi-Input combinational cell | 32 | 280 | 29.6 |
| Timing Repair Buffer | 70 | 609 | 64.3 |
| Tap cell | 46 | 57.6 | 6.08 |
[what timing repair did]
action                     in CTS  in global routing
cloned                          2                  0
pin swaps                       8                  0
gates resized                 178                  2
buffers inserted                4                  0
setup endpoints to repair      32                 16
[power by group]
| group | switching [mW] | internal, mW | leakage (nW) | total (mW) |
|---|---|---|---|---|
| sequential | 0 | 0 | 0 | 0 |
| combinational | 0.0748 | 0.248 | 0.539 | 0.323 |
| clock | 0 | 0 | 0 | 0 |
| total | 0.0748 | 0.248 | 0.539 | 0.323 |
Power figures rest on the tool's default switching activity, not on a simulated workload.
